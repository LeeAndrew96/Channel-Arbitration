**flow/run.sh**
```bash
#!/bin/bash
# OpenROAD 26Q1-2900-gdf79404cd8, Yosys 0.63+post, stock flow scripts
make -C /OpenROAD-flow-scripts/flow DESIGN_CONFIG=/design/flow/config.mk WORK_HOME=/design/flow/orfs finish
```
**flow/config.mk**
```make
export PLATFORM = sky130hd
export DESIGN_NAME = Logic
export DESIGN_NICKNAME = Logic
export VERILOG_FILES = /design/flow/design.v
export SDC_FILE = /design/flow/constraint.sdc
export NUM_CORES = 4
export LEC_CHECK = 1
export CORE_AREA = 10 10 73 73
export DIE_AREA = 0 0 83 83
```
**flow/constraint.sdc**
```tcl
current_design Logic

set clk_period 3.2
set clk_io_pct 0.2

create_clock -name clk0 -period $clk_period [get_ports {clk}]

set non_clock_inputs [all_inputs -no_clocks]
set_input_delay [expr $clk_period * $clk_io_pct] -clock clk0 $non_clock_inputs
set_output_delay [expr $clk_period * $clk_io_pct] -clock clk0 [all_outputs]
```
**flow/design.v**
```verilog
`timescale 1ns / 1ps
module Logic(clk, ID0, ID1, ID2, ID3, ID4, ID5, ID6, ID7, grant);
input clk;
input ID0,ID1,ID2,ID3,ID4,ID5,ID6,ID7;
output [3:0] grant;
parameter  s0=3'b000,	s1=3'b001, 	s2=3'b010, 	s3=3'b011,  s4=3'b100;
reg [3:0] grant;
reg [2:0] state, nextstate;
initial begin
grant <= 4'bZZZZ;
state <= 3'b000;
nextstate <= 3'b000;
end
always @ (posedge clk)
begin
    if(ID7 == 1'b1)
        grant <= 7;
    else if(ID6 == 1'b1)
        grant <= 6;
    else if(ID5 == 1'b1)
        grant <= 5;
    else if(ID7 != 1'b1 && ID6 != 1'b1 && ID5 != 1'b1 &&(ID4 == 1'b1 || ID3 == 1'b1 || ID2 == 1'b1 || ID1 == 1'b1 || ID0 == 1'b1))
        begin 
            case(state)
                s0:
                 begin
                    if(ID4 == 1'b1)
                        grant <= 4;
                    else if(ID3 == 1'b1)
                        grant <= 3;
                    else if(ID2 == 1'b1)
                        grant <= 2;
                    else if(ID1 == 1'b1)
                        grant <= 1;
                    else if(ID0 == 1'b1)
                        grant <= 0;
                    nextstate<=s4;
                 end
                 s4:
                 begin
                    if(ID3 == 1'b1)
                        grant <= 3;
                    else if(ID2 == 1'b1)
                        grant <= 2;
                    else if(ID1 == 1'b1)
                        grant <= 1;
                     else if(ID0 == 1'b1)
                        grant <= 0;
                     else if(ID4 == 1'b1)
                        grant <= 4;
                     nextstate<=s3;
                 end
                 s3:
                 begin
                    if(ID2 == 1'b1)
                        grant <= 2;
                    else if(ID1 == 1'b1)
                        grant <= 1;
                    else if(ID0 == 1'b1)
                        grant <= 0;
                     else if(ID4 == 1'b1)
                        grant <= 4;
                     else if(ID3 == 1'b1)
                        grant <= 3;
                     nextstate<=s2;
                 end
                 s2:
                 begin
                    if(ID1 == 1'b1)
                        grant <= 1;
                    else if(ID0 == 1'b1)
                        grant <= 0;
                    else if(ID4 == 1'b1)
                        grant <= 4;
                     else if(ID3 == 1'b1)
                        grant <= 3;
                     else if(ID2 == 1'b1)
                        grant <= 2;
                     nextstate<=s1;
                 end
                 s1:
                 begin
                    if(ID0 == 1'b1)
                        grant <= 0;
                    else if(ID4 == 1'b1)
                        grant <= 4;
                    else if(ID3 == 1'b1)
                        grant <= 3;
                     else if(ID2 == 1'b1)
                        grant <= 2;
                     else if(ID1 == 1'b1)
                        grant <= 1;
                    nextstate<=s0;
                 end
            endcase
        end
    else if(ID7 != 1'b1 && ID6 != 1'b1 && ID5 != 1'b1 && ID4 != 1'b1 && ID3 != 1'b1 && ID2 != 1'b1 && ID1 != 1'b1 && ID0 != 1'b1)
       grant<=4'bZZZZ;
   if(state!=nextstate)
        state<=nextstate;
end
endmodule
```
==> results.py <==
# Physical implementation metrics
metrics = {
    "job": {
        "warnings": 25,
        "cap_violations": 0,
    },
    "worst_setup_path": {
        "critPathSlowestCell": "clkdlybuf4s50_1",
        "critPathTopFamily": "AND-OR/OR-AND gates",
        "required_ns": 3.30,
        "r2r-start": "state[0]",
        "cp_slowest_stage_delay_ns": 0.53,
        "cp_cell_sequence": "clkdlybuf4s50_1, nor3_2, nand2_1, a2111oi_1, o31ai_1",
        "cp.arrival_ns": 2.16,
        "cp-end-kind": "register",
        "rr_worst_depth": 4,
        "worst-path-buf-inv": 1,
        "rrSetupSlack_ns": 1.64,
        "startpoint_type": "input pin",
        "reg2reg_to": "grant[1]",
        "path_max_fanout": 6,
        "path_class": "in -> reg",
    },
    "cts": {
        "postCtsSetupRepairBufs": 0,
        "clock_latency_ns": 0.23,
        "cts_num_sinks": 9,
        "cts_hold_repair.buffers": 0,
        "numCtsBuffers": 3,
        "cts_tree": "yes",
        "htree_levels": 1,
        "cts.path.max_buffers": 2,
        "cts_resized": 0,
        "clkTransAtPathRegs_ns": 0.04,
        "cts_root_buf": "clkbuf_8",
    },
    "logic_synthesis": {
        "synth_area_um2": 601.8,
        "seq_area_frac_synth_pct": 39.92,
        "yosysUniqueCellTypes": 33,
        "yosys_warnings": 3,
        "ys_area_um2": 601.8,
        "avgSynthCellArea_um2": 9.119,
        "top_area_share_pct": 29.94,
        "yosys_cells": 66,
        "ys.flops": 9,
        "largest_area_cell": "edfxtp_1",
        "synthCells": 66,
        "topCellsByArea": "edfxtp_1 30%, dfxtp_1 10%, a21oi_1 5.8%",
    },
    "route": {
        "drt_iter0_markers": 16,
        "drt-wirelength-per-cell_um": 10.28,
        "drc": 0,
        "viasPerCell": 4.072,
        "wirelength_um": 1285,
        "antenna_cells": 0,
        "final_antenna_net_count": 0,
        "vias": 509,
        "firstDrtPassIters": 4,
    },
    "timing": {
        "fin_setup_tns_ns": 0,
        "rsz0062_at_grt": "no",
        "slew_viol_final": 0,
        "skew_ns": 0.001434,
        "period_used_pct": 64.22,
        "hold_viol": 0,
        "setup_viol": 0,
        "period_needed_ns": 2.055,
        "fmax_mhz": 486.6,
    },
    "power": {
        "intPower_uw": 240.8,
        "power.density_nw_per_um2": 395.8,
        "ir_drop_v": 0.00009300,
        "p_comb_share_pct": 14.2,
        "seq_power_share_pct": 43.9,
        "swShare_pct": 22.58,
        "switchingPower_uw": 70.22,
        "cellLeakagePower_uw": 0.0002701,
        "clockPowerShare_pct": 41.9,
    },
    "final_layout": {
        "nFillCells": 425,
        "mostFrequentLayoutCells": "11 x clkdlybuf4s50_1, 7 x nor2_1, 7 x a21oi_1, 6 x edfxtp_1, 4 x inv_1",
        "logic_area_um2": 315.3,
        "area_delta_synth_final_pct": 30.56,
        "finalNonFillerCells": 125,
        "seqCellArea_um2": 240.2,
        "final_common_cell": "clkdlybuf4s50_1",
        "drive_above_1_share_pct": 9.091,
    },
    "placement": {
        "numPlacedInstances": 121,
        "gp_congestion": 0.7561,
        "io_buffers": 11,
        "dp_hpwl_um": 1041,
    },
    "hold_path": {
        "hold_end": "state[0]",
        "hold_depth": 0,
        "min_path_type": "reg -> reg",
        "min_from": "nextstate[0]",
    },
    "die": {
        "core_um2": 3744,
        "num_rows": 22,
        "die_w_um": 83,
        "initCoreUtil_pct": 16.08,
        "die_area_um2": 6889,
        "ios": 13,
        "die-height_um": 83,
    },
    "grt": {
        "grt_start_max_net_pins": 14,
        "antenna_found_initial": 0,
        "grt_pass1_vias": 498,
        "grtUsageTotal_pct": 3.489,
        "grt_first_pass_wirelength_um": 2166,
        "grt_overflow": 0,
    },
    "run_status": {
        "outcome": "complete, no violations",
    },
}
-- final cells by class --
type	instances	share of cell area [%]
Inverter	4	1.911
Multi-Input combinational cell	49	40.13
Sequential cell	9	30.57
Tap cell	48	7.643
Clock buffer	4	5.732
Timing Repair Buffer	11	14.01
-- per-stage QoR --
step | hold slack [ns] | total power (µW) | setup slack (ns) | cell area (µm²) | util [%]
after CTS | 0.4694 | 314.8 | 1.135 | 785.8 | 20.99
final | 0.4669 | 311.0 | 1.145 | 785.8 | 20.99
after floorplan | 0.4452 | 161.7 | 1.679 | 601.8 | -
after global routing | 0.4869 | 326.2 | 0.9961 | 785.8 | 20.99
after detailed placement | 0.4588 | 183.0 | 0.8842 | 740.7 | 19.79
after global placement | 0.4539 | 182.5 | 0.8855 | 740.7 | 19.79
-- worst max path at each step --
stage,to,start,depth (start not counted)
5_1_grt,grant[0],ID4,5
6_report,grant[0],ID4,5
4_1_cts,grant[0],ID4,5
-- state kept, by name (all words and copies together) (netlist names) --
name and cells:
grant 3, state 3, nextstate 3
-- synth_stat cells (all sizes together) --
cell	count
a22o	1
a2111oi	1
or2	1
a311o	1
a211oi	1
a21oi	7
inv	4
nor2	8
a222oi	1
dfxtp	3
buf	4
a211o	1
conb	1
and3b	1
xnor2	3
nand2	3
o221ai	1
nand2b	3
xor2	1
o31ai	2
nand3	1
a221oi	1
edfxtp	6
nor2b	2
o21ai	4
a31oi	1
nor3	3
-- per-layer routing --
metal	GRT usage (%)	share of wire [%]	up-vias	wire length [µm]
li1	-	-	263	-
met4	1.077	2.1	0	27
met2	6.494	54	6	696
met5	0	0	-	0
met3	0.7874	3.5	2	45
met1	3.765	40	238	516
-- power by group through the flow --
stage     registers, µW  logic, µW  clock network, µW
4_1_cts             136       44.7                134
5_1_grt             137       49.4                139
6_report            137       44.3                130
-- cells by family (layout without fill, tap and decap cells) --
kind of cell,Yosys count,in the layout,synth area share (%)
flip-flops,9,9,39.92
other,1,1,0.6231
AND-OR/OR-AND,22,22,25.57
AND/OR/NAND/NOR,22,22,20.38
XOR/XNOR,4,4,5.822
buffers and inverters,8,19,7.690
Power and IR drop assume default switching activity.
